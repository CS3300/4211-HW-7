==> flow/design.v <==
module spi_master_flash(
  input wire get_rdid,
  input wire reset,
  input wire clk,
  output reg chipsel,
  output reg spiclk,
  output reg spimosi,
  output reg get_rdid_done,
  output reg [7:0] manufacturer_id,
  output reg [7:0] memory_type,
  output reg [7:0] memory_capacity,
  input wire spimiso 
);
reg [2:0] current_state;
reg [2:0] next_state;
reg [6:0] counter;
reg       spiclk_enable;
parameter IDLE = 3'b000;
parameter ASSERT_CHIPSEL = 3'b001;
parameter SEND_INSTRUCTION = 3'b010;
parameter GET_DATA = 3'b011;
parameter DEASSERT_CHIPSEL = 3'b100;
parameter [7:0] RDID_CMD = 8'h9F;
always @(negedge clk or posedge reset) begin
  if(reset)  current_state <= IDLE;
  else       current_state <= next_state;
end
always @(posedge spiclk or posedge reset) begin
  if     (reset)                             counter <= 0;
  else if(current_state == IDLE)             counter <= 0;
  else if(current_state == ASSERT_CHIPSEL)   counter <= 0;
  else if(current_state == SEND_INSTRUCTION) counter <= counter+1;
  else if(current_state == GET_DATA)         counter <= counter+1;
  else counter <= 0;   
end
always @(posedge clk or posedge reset) begin
  if (reset) spiclk <= 0;
  else if(spiclk_enable) spiclk <= !spiclk;
end
always @(posedge clk) begin
  case(current_state)
    IDLE: begin
            if(!get_rdid) begin
              next_state <= IDLE;                     
              chipsel <=1;                            
              spiclk_enable <= 0;
              spimosi <= 0;
              get_rdid_done <= 0;
            end else begin                            
              next_state <= ASSERT_CHIPSEL;
            end
          end
    ASSERT_CHIPSEL: begin
            spiclk_enable <= 1;
            chipsel <= 0;                             
            next_state <= SEND_INSTRUCTION;           
          end
    SEND_INSTRUCTION: begin
            spimosi <= RDID_CMD[7-counter];            
            if(counter < 8) next_state <= SEND_INSTRUCTION;
            else begin
              spimosi <= 0;
              next_state <= GET_DATA;
            end
          end
    GET_DATA: begin
            if(counter < 16)       manufacturer_id[7-(counter  -8)] <= spimiso;
            else if(counter < 24)      memory_type[7-(counter -16)] <= spimiso;
            else if(counter < 32)  memory_capacity[7-(counter -24)] <= spimiso;
            else                                next_state <= DEASSERT_CHIPSEL;
          end
    DEASSERT_CHIPSEL: begin
            chipsel <= 1;                             
            spiclk_enable <= 0;
            get_rdid_done <= 1;
            next_state <= IDLE;
          end
  endcase
end
endmodule
==> flow/run.sh <==
#!/bin/bash
# OpenROAD 26Q1-2900-gdf79404cd8, Yosys 0.63+post, stock flow scripts
make -C /OpenROAD-flow-scripts/flow DESIGN_CONFIG=/design/flow/config.mk WORK_HOME=/design/flow/orfs finish
==> flow/config.mk <==
export PLATFORM = sky130hd
export DESIGN_NAME = spi_master_flash
export DESIGN_NICKNAME = spi_master_flash
export VERILOG_FILES = /design/flow/design.v
export SDC_FILE = /design/flow/constraint.sdc
export NUM_CORES = 4
export LEC_CHECK = 1
export CORE_UTILIZATION = 50
==> flow/constraint.sdc <==
current_design spi_master_flash

set clk_period 2.8
set clk_io_pct 0.2

create_clock -name clk0 -period $clk_period [get_ports {clk}]

set non_clock_inputs [all_inputs -no_clocks]
set_input_delay [expr $clk_period * $clk_io_pct] -clock clk0 $non_clock_inputs
set_output_delay [expr $clk_period * $clk_io_pct] -clock clk0 [all_outputs]
==> run notes <==
impl run done, here's what came out: antenna diode count 0, Rows 31, top cells by count nand2_1 (45), ha_1 (40), edfxtp_1 (31), nor2_1 (29), Crit-path slowest cell dfrtn_1, setup violators final 8, global route total overflow 0, cell area after layout approximately 4500 sq um, largest area contributor in the netlist edfxtp_1, most common cell in the netlist nand2_1, endpoints left unconstrained 7, DRT antenna net count 0, internal power between 0.001 and 0.0015 W, crit path cell chain and3_4, nand3b_1, a21oi_4, final worst slack -25.4 ps, GRT Util Overall between 20% and 30%, Clk pin slew, worst setup/hold paths roughly 70 ps, combinational fraction of design power 29.0%, FP Util 53.0%, global-route wire length before repair ~15000 um, maximum vdd ir drop roughly 0.00059 V, sequential share of the synthesized area between 30% and 40%, Core Region 7410 sq um, Die Ht roughly 91 um, Net Sw Power 0.000513 W, Top-area cell share between 20% and 30%, top_reg_cell synth edfxtp_1, Clock Skew 9.19 ps, Mapped Area just under 4000 sq um, Max transition margin about half, Gate Area about 2600 sq um, H-tree depth 2, ys async rst share approximately a quarter, initial drt markers around 170, WL final slightly below 9000 um, IO Pins 32, register pins left without a clock 7, CP required around 2800 ps, largest net degree at the start of global routing 25, RSZ-0062 raised after global routing yes, Crit path arrival time around 2800 ps, Sequential Power Share 46.5%, crit start category flip-flop, dpl hpwl around 6700 um, endpoints failing hold 0, CTS tree done, CP endpoint kind flip-flop, placed cell area around 4400 sq um, ys cells roughly 410, status finished with violations, clk ins delay skew pair 290 ps, max-slew violations 0, share of cells above drive strength 1 12.7%, EDFF count, synth 31, final setup TNS -199 ps, routability cong. about 0.95, vias in the first global route approximately 2.9k, Net Sw Frac roughly 29%, yosys synthesis chip area ~3900 sq um, Vias/cell 5.77, Clk pwr share between 20% and 30%, Yosys Warn Count 1, layout overhead on the synthesized area 14.2%, root buf cell clkbuf_8, tool warnings ~40, DR DRC count 0, initial antenna violation count 0, worst-margin pin slew roughly 730 ps, Avg Cell Area, Syn 9.53 sq um, CP Class flip-flop to flip-flop, Leak roughly 1.7 nW, CTS buffer count 5, main area contributors edfxtp_1 (24%), ha_1 (13%), dfrtp_1 (5.1%), failing checks negative setup slack, CP peak stage delay ~400 ps, DR WL/cell roughly 16 um, router iterations before antenna repair 4, PwrDens 400 nW/um^2, Port-buffer cells 31, post-synth cell types about 71, max-cap violation count 0, cell count after synthesis between 400 and 500, #FFs+latches synth 42, Worst Hold Class flip-flop to flip-flop, Vias just over 3k, CP max FO 8, Die ar. approximately 8200 sq um, Reg area 1210 sq um, Max Buffers Root-to-Sink 2, FILL cells 654, Hold-fix buffers, CTS 0, die width 90.6 um, Final Core Density 60.5%
==> registers in the layout (all words and copies together) (netlist names) <==
name and cells:
chipsel 1, counter 7, current_state 3, get_rdid_done 1
manufacturer_id 8, memory_capacity 8, memory_type 8, next_state 3
spiclk 1, spiclk_enable 1, spimosi 1
==> worst max-delay path, delay by kind of cell (launching register included) <==
family,cells,cell delay [ps]
AOI/OAI and AO/OA,1,330
DFF,1,400
and+or+nand+nor,2,370
==> power groups by stage <==
| stage | registers, W | clock network [W] | logic, W |
|---|---|---|---|
| global route | 0.000848 | 0.000471 | 0.000567 |
| finish | 0.000834 | 0.000438 | 0.000520 |
| CTS | 0.000836 | 0.000449 | 0.000509 |
==> path summary, 6_finish.rpt <==
path	start	endpoint	slack (ps)	depth (start not counted)
setup / recovery	current_state[1]	memory_type[3]	-30	3
hold / removal	spiclk_enable	spiclk	450	1
setup reg to reg	current_state[1]	memory_type[3]	-30	3
hold reg to reg	spiclk_enable	spiclk	450	1
max in group asynchronous	reset	current_state[1]	860	2
min in group asynchronous	reset	spiclk	470	2
==> cell usage in the layout, fill, tap and decap left out, types with 10 or more instances in the layout <==
| cell type | synthesis | final |
|---|---|---|
| buf_4 | 2 | 10 |
| clkdlybuf4s50_1 | 0 | 31 |
| edfxtp_1 | 31 | 31 |
| ha_1 | 40 | 40 |
| inv_1 | 13 | 12 |
| mux2_1 | 17 | 17 |
| nand2_1 | 45 | 45 |
| nand3_1 | 20 | 20 |
| nand4_1 | 12 | 12 |
| nor2_1 | 29 | 27 |
| nor3_1 | 14 | 14 |
| nor4_1 | 10 | 10 |
| xnor2_1 | 20 | 20 |
==> through the flow <==
stage	hold WS, ps	cells	setup slack, ps	total power, W
6_report	452	540	-25.4	0.00179
2_1_floorplan	412	412	-30.9	0.00110
3_3_place_gp	458	532	-27.3	0.00133
5_1_grt	465	540	-100	0.00189
3_5_place_dp	433	532	-33.4	0.00134
4_1_cts	456	540	-31.3	0.00179
==> area by class of cell <==
type	instances	area share, %
clock buffer	5	1.54
clock inverter	3	0.865
inverter	15	1.26
multi-input combinational	334	57.6
sequential	42	26.9
tap	99	2.76
timing repair buffer	42	9.04
==> routing by layer <==
metal / routed length (um) / track usage [%] / share of wire, %
met5: 0 / 0 / 0
met4: 14 / 0.941 / 0.16
met3: 265 / 2.31 / 3.0
met2: 3900 / 33.2 / 45
met1: 4540 / 41.2 / 52
==> cell families after synthesis <==
logic type,Yosys count,share of synthesized area [%]
flip-flops,42,30.7
AND-OR/OR-AND,49,10.5
buffers and inverters,36,4.24
multiplexers,28,8.03
adder cells (fa/ha/maj),40,12.8
AND/OR/NAND/NOR,189,26.5
XOR/XNOR,28,7.30
==> timing repair <==
action / in CTS / in global routing
gates resized: 1 / 3
setup buffers: 0 / 0
pin swaps: 1 / 1
endpoints found under the setup margin: 8 / 27
Power and IR drop assume default switching activity.
