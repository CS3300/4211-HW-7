==> ./design.v <==
module physical(
  input wire clk,
  input wire reset,
  input wire do_init,
  input wire do_send_data,
  input wire [7:0] data_to_send,
  input wire lcdrs_in,
  output reg  init_done,
  output reg  lcde,
  output wire lcdrs,
  output wire lcdrw,
  output reg  [3:0] lcddat,
  output reg  send_data_done
  );
localparam  IDLE = 5'b0000;
localparam  WAIT_40uS_0 = 5'b1111;
localparam  ASSERT_LCDE_1 = 5'b0001;
localparam  WAIT_4_1MS = 5'b0010;
localparam  ASSERT_LCDE_2 = 5'b0011;
localparam  WAIT_100US = 5'b0100;
localparam  ASSERT_LCDE_3 = 5'b0101;
localparam  WAIT_40US_1 = 5'b0110;
localparam  SET_LCDDAT_2 = 5'b10000;
localparam  ASSERT_LCDE_4 = 5'b0111;
localparam  WAIT_40US_2 = 5'b1000;
localparam  SEND_NIBBLE1 = 5'b1001;
localparam  ASSERT_LCDE_NIBBLE1 = 5'b1010;
localparam  BETWEEN_NIBBLES = 5'b1011;
localparam  SEND_NIBBLE2 = 5'b1100;
localparam  ASSERT_LCDE_NIBBLE2 = 5'b1101;
localparam  WAIT_40US_AFTER_CMD = 5'b1110;
reg [4:0] current_state, next_state;
reg [19:0] counter, count_up_to_value;
assign lcdrs = lcdrs_in;
assign lcdrw = 0;   
always@(negedge clk or posedge reset) begin
  if(reset) current_state <= IDLE;
  else current_state <= next_state;
end
always@(negedge clk or posedge reset) begin
  if(reset) begin
    counter <= 0;
  end else if(next_state != current_state) begin   
    counter <= 0;                                  
  end else counter <= counter +1;                  
end
always@(posedge clk or posedge reset)begin
  if(reset) begin
    init_done <= 0;
    lcde <= 0;
    lcddat <= 0;
    send_data_done <= 0;
    next_state <= 0;
    count_up_to_value <= 20'hffff;
  end else begin
  case(current_state)
   IDLE: begin
    lcde <= 0;
    lcddat <= 0;
    send_data_done <= 0;
    count_up_to_value <= 20'hffff;
    if(do_init && ~init_done) begin
      next_state <= WAIT_40uS_0;
      lcddat <= 3;
    end else if(do_send_data && ~send_data_done) begin
      next_state <= SEND_NIBBLE1;
      lcde <= 0;
      lcddat <= data_to_send[7:4];
    end else next_state <= IDLE;
    end
   WAIT_40uS_0: begin
      lcde <= 0;
      lcddat <= 3;
      count_up_to_value <= 20'h3;
      if(counter == count_up_to_value) next_state <= ASSERT_LCDE_1;
      else next_state <= WAIT_40uS_0;
   end
   ASSERT_LCDE_1: begin
     lcde <= 1;
     lcddat <= 3;
     count_up_to_value <= 20'h3;
     if(counter == count_up_to_value) next_state <= WAIT_4_1MS;
     else next_state <= ASSERT_LCDE_1;
    end
   WAIT_4_1MS: begin
    lcde <= 0;
    lcddat <= 3;
    count_up_to_value <= 20'hA028;
    if(counter == count_up_to_value) next_state <= ASSERT_LCDE_2;
    else next_state <= WAIT_4_1MS;
    end
   ASSERT_LCDE_2: begin
      lcde <= 1;
      lcddat <= 3;
      count_up_to_value <= 20'h3;
      if(counter == count_up_to_value) next_state <= WAIT_100US;
      else next_state <= ASSERT_LCDE_2;
    end
   WAIT_100US: begin
    lcde <= 0;
    lcddat <= 3;
    count_up_to_value <= 20'h3E8;
    if(counter == count_up_to_value) next_state <= ASSERT_LCDE_3;
    else next_state <= WAIT_100US;
    end
   ASSERT_LCDE_3: begin
    lcde <= 1;
    lcddat <= 3;
    count_up_to_value <= 20'h3;
    if(counter == count_up_to_value) next_state <= WAIT_40US_1;
    else next_state <= ASSERT_LCDE_3;
    end
   WAIT_40US_1: begin
    lcde <= 0;
    lcddat <= 3;
    count_up_to_value <= 20'h190;
    if(counter == count_up_to_value) next_state <= SET_LCDDAT_2;
    else next_state <= WAIT_40US_1;
    end
   SET_LCDDAT_2: begin
    lcde <= 0;
    lcddat <= 2;
    count_up_to_value <= 20'h3;
    if(counter == count_up_to_value) next_state <= ASSERT_LCDE_4;
    else next_state <= SET_LCDDAT_2;
    end   
   ASSERT_LCDE_4: begin
    lcde <= 1;
    lcddat <= 2;
    count_up_to_value <= 20'h3;
    if(counter == count_up_to_value) next_state <= WAIT_40US_2;
    else next_state <= ASSERT_LCDE_4;
    end
   WAIT_40US_2: begin
    lcde <= 0;
    lcddat <= 2;
    count_up_to_value <= 20'h190;
    if(counter == count_up_to_value) begin
    next_state <= IDLE;
    init_done <= 1;
    end else next_state <= WAIT_40US_2;
    end
   SEND_NIBBLE1: begin
    lcde <= 0;
    lcddat <= data_to_send[7:4];
    count_up_to_value <= 20'h6;
    if(counter == count_up_to_value) begin
      next_state <= ASSERT_LCDE_NIBBLE1;
    end else next_state <= SEND_NIBBLE1;
    end
   ASSERT_LCDE_NIBBLE1: begin
    lcde <= 1;
    lcddat <= data_to_send[7:4];
    count_up_to_value <= 20'h3;
    if(counter == count_up_to_value) next_state <= BETWEEN_NIBBLES;
    else next_state <= ASSERT_LCDE_NIBBLE1;
    end
   BETWEEN_NIBBLES: begin
    lcde <= 0;
    lcddat <= data_to_send[7:4];
    count_up_to_value <= 20'hA;
    if(counter == count_up_to_value) next_state <= SEND_NIBBLE2;
    else next_state <= BETWEEN_NIBBLES;
    end
   SEND_NIBBLE2: begin
    lcde <= 0;
    lcddat <= data_to_send[3:0];
    next_state <= ASSERT_LCDE_NIBBLE2;
    end
   ASSERT_LCDE_NIBBLE2: begin
    lcde <= 1;
    lcddat <= data_to_send[3:0];
    count_up_to_value <= 20'h3;
    if(counter == count_up_to_value) next_state <= WAIT_40US_AFTER_CMD;
    else next_state <= ASSERT_LCDE_NIBBLE2;
    end
   WAIT_40US_AFTER_CMD: begin
    lcde <= 0;
    lcddat <= data_to_send[3:0];
    send_data_done <= 0;
    count_up_to_value <= 20'h3D68;   
    if(counter == count_up_to_value) begin
      next_state <= IDLE;
      send_data_done <= 1;
    end
    else next_state <= WAIT_40US_AFTER_CMD;
    end
  endcase
  end
end
endmodule
module transaction(
  input wire clk,
  input wire reset,
  input wire do_init,
  input wire do_write_data,
  input wire [7:0] data_to_write,
  input wire do_return_cursor_home,
  output wire LCDE_q,
  output wire LCDRS_q,
  output wire LCDRW_q,
  output wire [3:0] LCDDAT_q,
  output reg  reset_done,
  output reg  return_cursor_home_done,
  inout init_done,
  inout send_data_done
);
reg         do_send_data;
reg [7:0]   data_to_send;
reg         lcdrs_in;
reg [2:0]   current_state, next_state;
localparam  INIT = 3'b000;
localparam  FUNCTION_SET = 3'b001;
localparam  ENTRY_MODE_SET = 3'b010;
localparam  DISPLAY_ON_OFF = 3'b011;
localparam  CLEAR_DISPLAY = 3'b100;
localparam  IDLE = 3'b101;
localparam  DO_WRITE_RAM = 3'b110;
always@(negedge clk or posedge reset) begin
  if(reset) begin
    current_state <= INIT;
    reset_done <= 1'b0;
  end else begin 
    current_state <= next_state;
    if(current_state == CLEAR_DISPLAY) begin
       if(send_data_done) reset_done <= 1'b1;
      else reset_done <= 1'b0;
     end
  end
end
always@* begin
  case(current_state)
    INIT: begin
      do_send_data <= 1'b0;
      data_to_send <= 8'h00;
      lcdrs_in <= 0;
      return_cursor_home_done <= 1'b0;
      if(init_done) begin
        next_state <= FUNCTION_SET;
      end else begin
        next_state <= INIT;
      end
    end
    FUNCTION_SET: begin
      do_send_data <= 1'b1;
      data_to_send <= 8'h28;
      lcdrs_in <= 0;
      if(send_data_done) next_state <= ENTRY_MODE_SET;
      else next_state <= FUNCTION_SET;
    end
    ENTRY_MODE_SET: begin
      do_send_data <= 1'b1;
      data_to_send <= 8'h06;
      lcdrs_in <= 0;      
      if(send_data_done) next_state <= DISPLAY_ON_OFF;
      else next_state <= ENTRY_MODE_SET;
    end
    DISPLAY_ON_OFF: begin
      do_send_data <= 1'b1;
      data_to_send <= 8'h0F;
      lcdrs_in <= 0;      
      if(send_data_done) next_state <= CLEAR_DISPLAY;
      else next_state <= DISPLAY_ON_OFF;
    end
    CLEAR_DISPLAY: begin
      if(~send_data_done) begin
      do_send_data <= 1'b1;
      data_to_send <= 8'h01;
      lcdrs_in <= 0;      
      next_state <= CLEAR_DISPLAY;
      end else begin
        data_to_send <= 8'h0;
        lcdrs_in <= 0;
        do_send_data <= 1'b0;
        return_cursor_home_done <= 1;
        next_state <= IDLE;
      end
    end
    IDLE: begin
      do_send_data <= 1'b0;
      if(do_write_data) begin
        lcdrs_in <= 1;      
        next_state <= DO_WRITE_RAM;
        data_to_send <= data_to_write;
      end else if(do_return_cursor_home) begin
        next_state <= CLEAR_DISPLAY;
        return_cursor_home_done <= 0;
        lcdrs_in <= 0;      
      end else begin
        next_state <= IDLE;
        data_to_send <= 8'h0;
        lcdrs_in <= 0;
      end
    end
    DO_WRITE_RAM: begin
      if(~send_data_done) begin
      lcdrs_in <= 1;      
      do_send_data <= 1'b1;
      data_to_send <= data_to_write;
      next_state <= DO_WRITE_RAM;
      end else begin
        do_send_data <= 1'b0;
        next_state <= IDLE;
        data_to_send <= 8'h0;
        lcdrs_in <= 0;
      end
    end
  endcase
end
physical PHYSICAL(
  .clk(clk),
  .reset(reset),
  .do_init(do_init),
  .do_send_data(do_send_data),
  .data_to_send(data_to_send),
  .lcdrs_in(lcdrs_in),
  .init_done(init_done),
  .lcde(LCDE_q),
  .lcdrs(LCDRS_q),
  .lcdrw(LCDRW_q),
  .lcddat(LCDDAT_q),
  .send_data_done(send_data_done)
);
endmodule
==> ./run.sh <==
#!/bin/bash
# OpenROAD 26Q1-2900-gdf79404cd8, Yosys 0.63+post, stock flow scripts
make -C /OpenROAD-flow-scripts/flow DESIGN_CONFIG=/design/flow/config.mk WORK_HOME=/design/flow/orfs finish
==> ./config.mk <==
export PLATFORM = sky130hd
export DESIGN_NAME = transaction
export DESIGN_NICKNAME = transaction
export VERILOG_FILES = /design/flow/design.v
export SDC_FILE = /design/flow/constraint.sdc
export NUM_CORES = 4
export LEC_CHECK = 1
export CORE_UTILIZATION = 40
==> ./constraint.sdc <==
current_design transaction

set clk_period 3.5
set clk_io_pct 0.2

create_clock -name clk0 -period $clk_period [get_ports {clk}]

set non_clock_inputs [all_inputs -no_clocks]
set_input_delay [expr $clk_period * $clk_io_pct] -clock clk0 $non_clock_inputs
set_output_delay [expr $clk_period * $clk_io_pct] -clock clk0 [all_outputs]
==> results.py <==
# Metrics from the implementation run
metrics = {
    "cts": {
        "postCtsHoldBufs": 0,
        "cts-root-buf": "clkbuf_8",
        "post_cts_buffers": 1,
        "cts.path.max_buffers": 2,
        "numCtsBuffers": 5,
        "h-tree-depth": 2,
        "post_cts_resize_count": 5,
    },
    "yosys": {
        "yosysUniqueCellTypes": 67,
        "syn_area_per_cell_um2": 8.80,
        "syn_area_um2": 3680,
        "yosys_cells": 418,
        "synth_cells": 418,
        "edf_count": 0,
        "ys_async_sr_fraction_pct": 79.7,
        "dominantRegCellSynth": "dfrtn_1",
        "ys_seq_elements": 69,
        "yosys_warnings": 2,
        "ys_chip_area_um2": 3680,
    },
    "placement": {
        "dpl.hpwl_um": 6310,
        "gp_congestion": 0.865,
        "dpl_worst_slack_ns": -0.110,
        "port_buffers": 20,
        "place_area_um2": 4250,
    },
    "outcome": {
        "error_line": "[error] [KeplerFormal.cpp:679] Workflow failed: Iso has multiple drivers: .init_done0, init_done$_DFFE_PP0P_.Q0",
        "stop_stage": "4_1_cts",
        "outcome": "aborted with a tool error",
    },
    "die": {
        "io_pins": 24,
        "dieHeight_um": 97.9,
        "rows": 34,
        "fp_util_pct": 41.8,
        "die_w_um": 97.9,
    },
    "timing": {
        "untimed_endpoints": 19,
        "unclocked_regs": 14,
    },
}
logic make-up after synthesis:
group | Yosys count | share of synthesized area [%]
latches | 14 | 5.71
XOR/XNOR | 36 | 8.57
multiplexers | 3 | 0.918
buffers and inverters | 48 | 6.56
other | 1 | 0.102
AND/OR/NAND/NOR | 151 | 20.0
flip-flops | 55 | 37.9
adder cells (fa/ha/maj) | 2 | 0.612
AND-OR/OR-AND | 108 | 19.7
synth_stat cells (all sizes together) (4+ instances only):
cell type | count | area share (%)
buf | 7 | 1.2
o221ai | 5 | 1.2
a31oi | 4 | 0.68
dfrtp | 12 | 8.2
dfrtn | 29 | 20
dfstp | 14 | 10
a21oi | 27 | 3.7
nand4 | 7 | 1.4
clkbuf | 29 | 4.1
xnor2 | 7 | 1.7
nor2 | 57 | 5.8
inv | 11 | 1.1
and3 | 4 | 0.68
dlxtn | 14 | 5.7
xor2 | 29 | 6.9
a211oi | 5 | 1.2
nor4 | 6 | 1.2
o21ai | 28 | 3.8
a22o | 4 | 0.95
o22ai | 4 | 0.68
nor3 | 9 | 1.2
nand3 | 10 | 1.4
nor2b | 6 | 1.0
nand2 | 34 | 3.5
a21o | 5 | 1.0
a221oi | 4 | 0.95
stage by stage:
| stage | hold slack, ns | std cells | util, % | setup TNS [ns] |
|---|---|---|---|---|
| after floorplan | 0.398 | 418 | - | -0.0116 |
| after detailed placement | 0.460 | 558 | 48.2 | -0.528 |
| after global placement | 0.458 | 558 | 48.2 | -0.274 |
